### design/flow/config.mk
export PLATFORM = sky130hd
export DESIGN_NAME = alu
export DESIGN_NICKNAME = alu
export VERILOG_FILES = /design/flow/design.v
export SDC_FILE = /design/flow/constraint.sdc
export NUM_CORES = 4
export LEC_CHECK = 1
export CORE_UTILIZATION = 30
### design/flow/constraint.sdc
current_design alu

set clk_period 12.9
set clk_io_pct 0.2

create_clock -name clk0 -period $clk_period

set non_clock_inputs [all_inputs -no_clocks]
set_input_delay [expr $clk_period * $clk_io_pct] -clock clk0 $non_clock_inputs
set_output_delay [expr $clk_period * $clk_io_pct] -clock clk0 [all_outputs]
### design/flow/design.v
`timescale 1ns / 1ps
module alu (
	input wire [3:0] alu_control,  
	input wire [32-1:0] A, 
	input wire [32-1:0] B , 
	output reg zero, 
	output reg [32-1:0] result
);
reg [32-1:0] temp ; 
always @(alu_control or A or B) 
begin
	case (alu_control)    
		4'b0000 :       result = A & B; 
		4'b0001 :        result = A | B; 
		4'b0010 :       result = A + B; 
		4'b0110 :  result = A - B; 
		4'b1100 :       result = ~(A | B) ; 
		4'b0111 : result = $signed(A) < $signed(B) ?  1 : 0;
		default : temp = { 32 {1'b0} } ; 
	endcase
	zero = (result == 0) ? 1 : 0; 
end 
endmodule
### design/flow/run.sh
#!/bin/bash
# OpenROAD 26Q1-2900-gdf79404cd8, Yosys 0.63+post, stock flow scripts
make -C /OpenROAD-flow-scripts/flow DESIGN_CONFIG=/design/flow/config.mk WORK_HOME=/design/flow/orfs finish
==> impl_metrics.env <==
# implementation run metrics
export IMPL_yosys_cells=949
export IMPL_synth_area_yosys_um2=6440
export IMPL_swShare=0.570
export IMPL_warnings=103
export IMPL_common_cells="107 x nor2_1, 103 x ha_1, 102 x inv_1"
export IMPL_path_class="in -> out"
export IMPL_synthArstFlopShare=0
export IMPL_crit_required_ps=10320
export IMPL_setup_worst_path_start="alu_control[3]"
export IMPL_drc=0
export IMPL_drtPass1Iterations=6
export IMPL_avgViaCountPerCell=5.71
export IMPL_top_cell="nor2_1"
export IMPL_die_height_um=148
export IMPL_drt_iter0_drc=620
export IMPL_fin_setup_tns_ps=0
export IMPL_diodes=0
export IMPL_p_leak_nw=3.34
export IMPL_path_max_fanout=22
export IMPL_syn_cell_area_um2=6440
export IMPL_flop_cell="dlxtn_1"
export IMPL_wire_per_inst_um=19.8
export IMPL_synth_top_area_share=0.200
export IMPL_syn_instance_count=949
export IMPL_holdCritPathClass="in -> out"
export IMPL_portBuffers=101
export IMPL_finalCriticalPeriod_ps=10410
export IMPL_syn_to_final_growth_pct=18.8
export IMPL_ys_ff=32
export IMPL_grt_pass1_vias=6887
export IMPL_antenna_found_initial=0
export IMPL_ios=101
export IMPL_final_max_slew_violation_count=0
export IMPL_combPwrFrac=0.935
export IMPL_yosysTopAreaCell="ha_1"
export IMPL_clockPowerShare=0
export IMPL_area_leaders="ha_1 20%, dlxtn_1 7.5%, nor2_1 6.2%, inv_1 5.9%, a21oi_1 5.5%"
export IMPL_dp_hpwl_um=20300
export IMPL_yosys_warnings=1
export IMPL_dr_total_vias=7314
export IMPL_die_area_um2=22000
export IMPL_unclocked_regs=32
export IMPL_core_um2=21000
export IMPL_preCtsSetupSlack_ps=2540
export IMPL_power_switching_mw=0.187
export IMPL_die_width_um=148
export IMPL_initial_core_util=0.306
export IMPL_endpoint="zero"
export IMPL_timing_hold_ws_ps=6590
export IMPL_postPlaceCellArea_um2=7650
export IMPL_cts_repair_resized=0
export IMPL_setup_ws_ps=2490
export IMPL_power_internal_mw=0.141
export IMPL_setup_viol=0
export IMPL_rsz0062_at_grt="false"
export IMPL_gr_total_overflow=0
export IMPL_hold_violations=0
export IMPL_peakVddDrop_mv=0.0146
export IMPL_gp_congestion=0.984
export IMPL_final_area_um2=7650
export IMPL_grt_pass1_wl_um=39200
export IMPL_outcome="finished, final reports clean"
export IMPL_synth_cell_types=80
export IMPL_grt_use_total=0.232
export IMPL_cap_violations=0
export IMPL_syn_avg_cell_area_um2=6.78
export IMPL_drive_above_1_share=0.0378
export IMPL_fp_row_count=53
export IMPL_cp_start_kind="primary input"
export IMPL_wl_um=25400
export IMPL_arrival_ps=7830
export IMPL_grt_max_degree=38
export IMPL_power_density_nw_per_um2=42.9
export IMPL_fin_util=0.364
export IMPL_fmax_mhz=96.0
export IMPL_largest_register_ffs=32
export IMPL_seq_power_share=0.065
export IMPL_timing_final_crit_share=0.807
export IMPL_drtAntennaViolNets=0
export IMPL_worst_slew_pin_slew_ps=919
export IMPL_unconstrained_endpoints=64
export IMPL_cts_hold_buf=0
export IMPL_relSlewSlack=0.387
export IMPL_post_cts_buffers=0
export IMPL_end_kind="output port"
export IMPL_edf_count=0
[layout make-up]
class                           instances  area (um2)
Timing Repair Buffer                  110        1080
Sequential cell                        32         480
Tap cell                              275         344
Fill cell                            2244       13400
Inverter                              103         387
Multi-Input combinational cell        761        5360
[kinds of logic after synthesis]
| family | synth area share |
|---|---|
| adder cells (fa/ha/maj) | 0.206 |
| XOR/XNOR | 0.0163 |
| multiplexers | 0.0194 |
| buffers and inverters | 0.0960 |
| AND-OR/OR-AND | 0.339 |
| AND/OR/NAND/NOR | 0.248 |
| latches | 0.0746 |
[worst min path at each step]
stage                 start   end  slack, ps  depth (start not counted)
after CTS             B[22]  zero       6600                          7
after global routing  A[22]  zero       6680                          7
final                 B[22]  zero       6590                          7
[through the flow]
stage	cells	total power [mW]
5_1_grt	1281	0.357
3_3_place_gp	1281	0.325
4_1_cts	1281	0.324
6_report	1281	0.328
2_1_floorplan	949	0.207
3_5_place_dp	1281	0.322
[critical path: stages]
cell and delay [ps]:
clkdlybuf4s50_1 730, or3b_1 900, and4_4 510, a221oi_1 420, o221ai_1 250, or4_1 520, nor4_1 290, nand4bb_1 140
nor4b_1 600, nand4b_1 190, nor4_2 180, clkdlybuf4s50_1 500
[per-layer routing]
layer	up-vias	track usage	part of all wire
li1	3586	-	-
met1	3375	0.323	0.44
met2	309	0.371	0.45
met3	44	0.0404	0.079
met4	0	0.0588	0.027
met5	-	0	0
[placed cells by master (no fill, tap or decap), types with 10 or more instances in the layout]
| cell type | instances |
|---|---|
| o21ai_0 | 52 |
| nor2_1 | 107 |
| a21oi_1 | 71 |
| dlxtn_1 | 32 |
| nor3_1 | 24 |
| o211ai_1 | 18 |
| nor2b_1 | 16 |
| nand3_1 | 23 |
| xnor2_1 | 10 |
| a21o_1 | 15 |
| nand4_1 | 10 |
| ha_1 | 103 |
| a31oi_1 | 16 |
| inv_1 | 102 |
| a211oi_1 | 16 |
| a221oi_1 | 11 |
| nand2_1 | 62 |
| clkdlybuf4s50_1 | 101 |
[power by group through the flow]
| stage | logic, mW | clock network [mW] | registers [mW] |
|---|---|---|---|
| CTS | 0.303 | 0 | 0.0214 |
| global route | 0.335 | 0 | 0.0220 |
| finish | 0.307 | 0 | 0.0212 |
Power and IR drop assume default switching activity.
